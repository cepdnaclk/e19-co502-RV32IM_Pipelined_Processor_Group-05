==> flow/design.v <==
`timescale 1ns / 1ps
module p_mem_wb_stage (
    input logic clk,
    rst,
    en,
    input logic i_reg_write_en,
    input logic i_mem_write_en,
    input logic i_mem_read_en,
    input logic [1:0] i_wb_sel,
    input logic [31:0] i_pc_plus_4,
    input logic [31:0] i_alu_result,
    input logic [31:0] i_rs2_data,
    input logic [4:0] i_rd_addr,
    input logic [2:0] i_funct3,
    output logic o_reg_write_en,
    output logic [1:0] o_wb_sel,
    output logic [31:0] o_pc_plus_4,
    output logic [31:0] o_alu_result,
    output logic [31:0] o_mem_data,
    output logic [4:0] o_rd_addr,
    input logic [31:0] i_debug_inst,
    output logic [31:0] o_debug_inst
);
    localparam WIDTH = 32;
    logic [WIDTH-1:0] DEBUG_INST;
    assign DEBUG_INST = i_debug_inst;
    p_reg #(
        .WIDTH(104)
    ) p_bypass_reg (
        .d({i_reg_write_en, i_wb_sel, i_pc_plus_4, i_alu_result, i_rd_addr, i_debug_inst}),
        .q({o_reg_write_en, o_wb_sel, o_pc_plus_4, o_alu_result, o_rd_addr, o_debug_inst}),
        .*
    );
    logic [WIDTH-1:0] w_dm_data_out;
    p_reg #(
        .WIDTH(WIDTH)
    ) p_mem_data_reg (
        .d(w_dm_data_out),
        .q(o_mem_data),
        .*
    );
    rv32i_data_mem #(
        .WIDTH(WIDTH)
    ) data_mem (
        .clk(clk),
        .rst(rst),
        .i_dm_we(i_mem_write_en),
        .i_dm_addr(i_alu_result),
        .i_dm_data_in(i_rs2_data),
        .i_dm_func3(i_funct3),
        .o_dm_data_out(w_dm_data_out)
    );
endmodule
`timescale 1ns / 1ps
module p_reg #(
    parameter WIDTH = 32
) (
    input logic clk,
    rst,
    en,
    input logic [WIDTH-1:0] d,
    output logic [WIDTH-1:0] q
);
    always_ff @(posedge clk) begin
        if (rst) q <= '0;
        else if (en) q <= d;
    end
endmodule
`timescale 1ns / 1ps
module rv32i_data_mem #(
    parameter int WIDTH = 32,
    parameter int ADDR_WIDTH = 32
) (
    input logic clk,
    rst,
    i_dm_we,
    input logic [ADDR_WIDTH-1:0] i_dm_addr,
    input logic [WIDTH-1:0] i_dm_data_in,
    input logic [2:0] i_dm_func3,   
    output logic [WIDTH-1:0] o_dm_data_out
);
    logic [WIDTH-1:0] data_memory[0:255];   
    logic [WIDTH-1:0] LOAD_w;
    logic [15:0] LOAD_hw;
    logic [7:0] LOAD_b;
    logic LOAD_sign;
    logic [ADDR_WIDTH-1:0] i_dm_addr_aligned;
    assign i_dm_addr_aligned = {2'b00, i_dm_addr[ADDR_WIDTH-1:2]};
    always_comb begin
        LOAD_w = data_memory[i_dm_addr_aligned];   
        LOAD_hw = i_dm_addr[1] ? LOAD_w[31:16] : LOAD_w[15:0];
        LOAD_b = i_dm_addr[0] ? LOAD_hw[15:8] : LOAD_hw[7:0];
        LOAD_sign = !i_dm_func3[2] ? (i_dm_func3[0] ? LOAD_hw[15] : LOAD_b[7]) : 1'b0;
        unique case (i_dm_func3)
            3'b000, 3'b100:
            o_dm_data_out = {{24{LOAD_sign}}, LOAD_b};   
            3'b001, 3'b101:
            o_dm_data_out = {{16{LOAD_sign}}, LOAD_hw};   
            3'b010: o_dm_data_out = LOAD_w;   
            default: o_dm_data_out = '0;   
        endcase
    end
    always_ff @(posedge clk or posedge rst) begin
        if (rst) begin
            for (int i = 0; i < 256; i++) begin
                data_memory[i] <= 0;
            end
        end else if (i_dm_we) begin
            unique case (i_dm_func3)
                3'b010: data_memory[i_dm_addr_aligned] <= i_dm_data_in;   
                3'b001: data_memory[i_dm_addr_aligned] <= {data_memory[i_dm_addr_aligned][31:16], i_dm_data_in[15:0]};   
                3'b000: data_memory[i_dm_addr_aligned] <= {data_memory[i_dm_addr_aligned][31:8], i_dm_data_in[7:0]};   
                default: ;
            endcase
        end
    end
endmodule
==> flow/run.sh <==
#!/bin/bash
# OpenROAD 26Q1-2900-gdf79404cd8, Yosys 0.63+post, stock flow scripts
make -C /OpenROAD-flow-scripts/flow DESIGN_CONFIG=/design/flow/config.mk WORK_HOME=/design/flow/orfs finish
==> flow/config.mk <==
export PLATFORM = sky130hd
export DESIGN_NAME = p_mem_wb_stage
export DESIGN_NICKNAME = p_mem_wb_stage
export VERILOG_FILES = /design/flow/design.v
export SDC_FILE = /design/flow/constraint.sdc
export NUM_CORES = 4
export LEC_CHECK = 1
export CORE_UTILIZATION = 50
==> flow/constraint.sdc <==
current_design p_mem_wb_stage

set clk_period 14.8
set clk_io_pct 0.2

create_clock -name clk0 -period $clk_period [get_ports {clk}]

set non_clock_inputs [all_inputs -no_clocks]
set_input_delay [expr $clk_period * $clk_io_pct] -clock clk0 $non_clock_inputs
set_output_delay [expr $clk_period * $clk_io_pct] -clock clk0 [all_outputs]
==> GITHUB_STEP_SUMMARY <==
### Metrics collected by this job

| Metric | Value |
|---|---|
| Setup slack at placement | `about 3.4 ns` |
| Top area contributor share | `0.5811` |
| Number of gates given a new drive strength after cts | `0` |
| Last weighted congestion value of the routability-driven placer | `1.244` |
| Dominant cells by area after synthesis | `sky130_fd_sc_hd__dfrtp_1, sky130_fd_sc_hd__o21ai_0, sky130_fd_sc_hd__nand2_1, sky130_fd_sc_hd__mux2_2, sky130_fd_sc_hd__a22oi_1` |
| Placed wire-length estimate | `approximately 2000 mm` |
| H-tree depth | `6` |
| Sequential cell area fraction in the yosys report | `0.5888` |
| Boundary Pins | `approximately 280` |
| Largest net degree at the start of global routing | `about 160` |
| Initial Utilization | `0.5016` |
| Number of buffers between clock root and the deepest sink | `4` |
| Instance area at placement | `approximately 380000 sq um` |
| Row count | `308` |
| Failed at | `5_1_grt` |
| Post-synth top flop | `sky130_fd_sc_hd__dfrtp_1` |
| Clock Sinks | `around 8300` |
| Number of input and output port buffers inserted | `278` |
| Number of register bits inferred by synthesis | `approximately 8300` |
| Count of flip-flops with a built-in enable after synthesis | `0` |
| Count of synthesis-stage warnings from yosys | `4` |
| First-pass GRT wire length | `between 3000 and 4000 mm` |
| Chip Width | `842.0 um` |
| Post-synth cell types | `83` |
| Remaining Overflow, GRT | `15` |
| Area reported by Yosys stat | `352800 sq um` |
| Number of cells in Yosys stat | `about 34000` |
| Cts-stage hold buffer count | `0` |
| Post-placement cell count | `about 43000` |
| Number of buffers created by CTS | `between 800 and 900` |
| Dominant cell type by area after synthesis | `sky130_fd_sc_hd__dfrtp_1` |
| Fraction of synthesis flops using an asynchronous set or reset pin | `0.9837` |
| Post-CTS setup buffer count | `0` |
| Tot GR Track Use | `0.8621` |
| Mean Syn Cell Area | `10.24 sq um` |
| Cell area after synthesis | `between 300000 and 400000 sq um` |
| Vertical die size | `about 840 um` |
| Vias in the first global route | `~350k` |
| Outcome | `did not finish` |
| First Error | `[ERROR GRT-0116] Global routing finished with congestion. Check the congestion regions in the DRC Viewer.` |
| Number of cells produced by synthesis | `34434` |
| Root Driver | `sky130_fd_sc_hd__clkbuf_16` |
## synth_stat cells (16+ instances only)
library cell and number:
sky130_fd_sc_hd__o21ai_0 6210, sky130_fd_sc_hd__buf_1 149, sky130_fd_sc_hd__buf_6 36, sky130_fd_sc_hd__nor4_1 222, sky130_fd_sc_hd__buf_4 38, sky130_fd_sc_hd__a22oi_1 2452
sky130_fd_sc_hd__dfxtp_1 136, sky130_fd_sc_hd__a31oi_1 42, sky130_fd_sc_hd__mux2_2 2079, sky130_fd_sc_hd__nor2b_1 40, sky130_fd_sc_hd__nand3_1 1240, sky130_fd_sc_hd__dfrtp_1 8192
sky130_fd_sc_hd__or4_1 83, sky130_fd_sc_hd__a21oi_1 114, sky130_fd_sc_hd__o221ai_1 20, sky130_fd_sc_hd__buf_2 340, sky130_fd_sc_hd__mux2i_1 145, sky130_fd_sc_hd__nand4_1 538
sky130_fd_sc_hd__clkbuf_1 3086, sky130_fd_sc_hd__nor3_1 71, sky130_fd_sc_hd__a22o_1 286, sky130_fd_sc_hd__a2111oi_0 164, sky130_fd_sc_hd__a222oi_1 232, sky130_fd_sc_hd__o22ai_1 272
sky130_fd_sc_hd__o2111ai_1 30, sky130_fd_sc_hd__o211ai_1 66, sky130_fd_sc_hd__and3_1 508, sky130_fd_sc_hd__o22a_1 34, sky130_fd_sc_hd__a32oi_1 47, sky130_fd_sc_hd__and4_1 26
sky130_fd_sc_hd__nor2_1 503, sky130_fd_sc_hd__nor4bb_1 19, sky130_fd_sc_hd__nand2_1 6682, sky130_fd_sc_hd__nor3b_1 16, sky130_fd_sc_hd__a221oi_1 77
## metal layers
metal | GRT overflow | GRT usage
met4 | 5 | 0.8282
met1 | 4 | 0.8722
met3 | 0 | 0.8143
met5 | 0 | 0.6852
met2 | 6 | 0.9225
## kinds of logic after synthesis
kind of cell,count (synthesis),share of synthesized area
compound gates,10149,0.1745
simple gates,10063,0.1244
flops,8328,0.5888
buf+inv,3664,0.04136
mux,2230,0.07086
