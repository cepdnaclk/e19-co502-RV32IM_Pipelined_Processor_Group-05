<file path="run.sh">
#!/bin/bash
# OpenROAD 26Q1-2900-gdf79404cd8, Yosys 0.63+post, stock flow scripts
make -C /OpenROAD-flow-scripts/flow DESIGN_CONFIG=/design/flow/config.mk WORK_HOME=/design/flow/orfs finish
</file>
<file path="config.mk">
export PLATFORM = sky130hd
export DESIGN_NAME = p_ex_mem_stage
export DESIGN_NICKNAME = p_ex_mem_stage
export VERILOG_FILES = /design/flow/design.v
export SDC_FILE = /design/flow/constraint.sdc
export NUM_CORES = 4
export LEC_CHECK = 1
export CORE_UTILIZATION = 30
</file>
<file path="constraint.sdc">
current_design p_ex_mem_stage

set clk_period 20.2
set clk_io_pct 0.2

create_clock -name clk0 -period $clk_period [get_ports {clk}]

set non_clock_inputs [all_inputs -no_clocks]
set_input_delay [expr $clk_period * $clk_io_pct] -clock clk0 $non_clock_inputs
set_output_delay [expr $clk_period * $clk_io_pct] -clock clk0 [all_outputs]
</file>
<file path="design.v">
`timescale 1ns / 1ps
module p_ex_mem_stage (
    input logic clk,
    rst,
    en,
    input logic i_reg_write_en,
    input logic i_mem_write_en,
    input logic i_mem_read_en,
    input logic i_alu_src_a,
    input logic i_do_branch,
    input logic i_do_jump,
    input logic [1:0] i_wb_sel,
    input logic [1:0] i_alu_src_b,
    input logic [31:0] i_pc_plus_4,
    input logic [31:0] i_pc,
    input logic [31:0] i_rs1_data,
    input logic [31:0] i_rs2_data,
    input logic [31:0] i_imm,
    input logic [4:0] i_rd_addr,
    input logic [2:0] i_funct3,
    input logic [6:0] i_opcode,
    input logic [5-1:0] i_alu_op,
    input logic [5-1:0] i_branch_op,
    output logic o_reg_write_en,
    output logic o_dm_write_en,
    output logic o_dm_read_en,
    output logic [1:0] o_wb_sel,
    output logic [31:0] o_pc_plus_4,
    output logic [31:0] o_alu_result,
    output logic [31:0] o_rs2_data,
    output logic [4:0] o_rd_addr,
    output logic [2:0] o_funct3,
    output logic ext_pc_sel,
    output logic [31:0] ext_jump_target,
    input logic [31:0] i_debug_inst,
    output logic [31:0] o_debug_inst
);
    localparam WIDTH = 32;
    logic [WIDTH-1:0] DEBUG_INST;
    assign DEBUG_INST = i_debug_inst;
    p_reg #(
        .WIDTH(109)
    ) p_bypass_reg (
        .d({
            i_reg_write_en,
            i_wb_sel,
            i_mem_read_en,
            i_mem_write_en,
            i_funct3,
            i_pc_plus_4,
            i_rs2_data,
            i_rd_addr,
            i_debug_inst
        }),
        .q({
            o_reg_write_en,
            o_wb_sel,
            o_dm_read_en,
            o_dm_write_en,
            o_funct3,
            o_pc_plus_4,
            o_rs2_data,
            o_rd_addr,
            o_debug_inst
        }),
        .*
    );
    logic [WIDTH-1:0] w_alu_result;
    assign ext_jump_target = w_alu_result;  
    assign o_alu_result = w_alu_result;
    rv32i_alu #(
        .WIDTH(WIDTH)
    ) alu (
        .o_result(w_alu_result),
        .i_alu_op(i_alu_op),
        .i_alu_src_a(i_alu_src_a),
        .i_rs1_data(i_rs1_data),
        .i_pc(i_pc),
        .i_alu_src_b(i_alu_src_b),
        .i_rs2_data(i_rs2_data),
        .i_imm(i_imm)
    );
    rv32i_branch_unit #(
        .WIDTH(WIDTH)
    ) branch_unit (
        .o_pc_sel(ext_pc_sel),
        .i_branch_op(i_branch_op),
        .i_rs1_data(i_rs1_data),
        .i_rs2_data(i_rs2_data),
        .i_do_branch(i_do_branch),
        .i_do_jump(i_do_jump)
    );
endmodule
`timescale 1ns / 1ps
module p_reg #(
    parameter WIDTH = 32
) (
    input logic clk,
    rst,
    en,
    input logic [WIDTH-1:0] d,
    output logic [WIDTH-1:0] q
);
    always_ff @(posedge clk) begin
        if (rst) q <= '0;
        else if (en) q <= d;
    end
endmodule
`timescale 1ns / 1ps
module rv32i_alu #(
    parameter WIDTH = 32
) (
    output logic [WIDTH-1:0] o_result,
    input logic [5-1:0] i_alu_op,
    input logic i_alu_src_a,
    input logic [WIDTH-1:0] i_rs1_data,
    input logic [WIDTH-1:0] i_pc,
    input logic [1:0] i_alu_src_b,
    input logic [WIDTH-1:0] i_rs2_data,
    input logic [WIDTH-1:0] i_imm
);
    logic [WIDTH-1:0] rs1;
    logic [WIDTH-1:0] rs2;
    assign rs1 = (i_alu_src_a) ? i_pc : i_rs1_data;
    always_comb
        unique case (i_alu_src_b)
            2'b01: rs2 = i_imm;
            2'b10: rs2 = 32'd4;
            default:        rs2 = i_rs2_data;
        endcase
    logic [4:0] shamt;
    assign shamt = rs2[4:0];
    always_comb begin
        o_result      = 'd0;   
        unique case (i_alu_op)
            5'd0:  o_result = (rs1 + rs2);
            5'd1:  o_result = (rs1 - rs2);
            5'd7:  o_result = rs1 << shamt;
            5'd2:  o_result = {{WIDTH - 1{1'b0}}, ($signed(rs1) < $signed(rs2))};
            5'd3: o_result = {{WIDTH - 1{1'b0}}, (rs1 < rs2)};
            5'd4:  o_result = rs1 ^ rs2;
            5'd8:  o_result = (rs1 >> shamt);
            5'd9:  o_result = ($signed(rs1) >>> shamt);
            5'd5:   o_result = rs1 | rs2;
            5'd6:  o_result = rs1 & rs2;
            5'd16:  o_result = rs2;   
            default:   o_result = 0;   
        endcase
    end
endmodule
`timescale 1ns / 1ps
module rv32i_branch_unit #(
    parameter WIDTH = 32
) (
    output logic o_pc_sel,
    input logic [5-1:0] i_branch_op,
    input logic [WIDTH-1:0] i_rs1_data,
    input logic [WIDTH-1:0] i_rs2_data,
    input logic i_do_branch,
    i_do_jump
);
	logic o_take_branch;
    logic [WIDTH-1:0] rs1;
    logic [WIDTH-1:0] rs2;
    assign rs1 = i_rs1_data;
    assign rs2 = i_rs2_data;
    always_comb begin
        o_take_branch = 1'b0;   
        unique case (i_branch_op)
            5'd10:  o_take_branch = (rs1 == rs2);
            5'd11: o_take_branch = (rs1 != rs2);
            5'd12:  o_take_branch = ($signed(rs1) < $signed(rs2));
            5'd13:  o_take_branch = ($signed(rs1) >= $signed(rs2));
            5'd14: o_take_branch = (rs1 < rs2);
            5'd15: o_take_branch = (rs1 >= rs2);
            default:  o_take_branch = 1'b0;   
        endcase
    end
	assign o_pc_sel = (i_do_branch && o_take_branch) || i_do_jump;
endmodule
</file>
==> impl_metrics.tcl <==
# place-and-route summary
set metrics [dict create \
    run_status "finished, final reports clean" \
    wirelength_microns 70800 \
    synth.most_common_cell "nor2_1" \
    syn_inst 1992 \
    cts.hold.buffers_added 0 \
    warnings 98 \
    cts.path.max_buffers 2 \
    ys_types 88 \
    cts-buffers-inserted 9 \
    drt-wirelength-per-cell_microns 24.6 \
    topCellsByArea "dfxtp_1 15%, mux2i_1 14%, ha_1 11%" \
    p_per_area_nw_per_um2 53.1 \
    vias_per_cell 5.70 \
    ys_sh_simple 0.178 \
    largest_reg_flops 109 \
    mux_area_frac 0.174 \
    tns_ns 0 \
    grt_pass1_wl_microns 104000 \
    drt_iter0_markers 1323 \
    ir_drop_uv 71.3 \
    dieArea_sq_um 49300 \
    gp_congestion 1.01 \
    cap_violations 0 \
    die_width_microns 222 \
    place_area_sq_um 18600 \
    finClkSkew_ns 0 \
    report.final.slew_viol_count 0 \
    slew_headroom 0.420 \
    synth-main-ff-cell "dfxtp_1" \
    swShare 0.432 \
    worstPathArrival_ns 11.01 \
    ys_chip_area_sq_um 14500 \
    final_util 0.397 \
    antenna_found_initial 2 \
    worstSetupStartpointType "input pin" \
    synth_warnings 3 \
    fmax_mhz 66.5 \
    fin_ws_ns 5.15 \
    htree_levels 3 \
    top_logic_kind "AND-OR/OR-AND gates" \
    clk_latency_ns 0.35 \
    synth.ff_latch_count 109 \
    endpoint_kind "output pin" \
    routed-via-count 16400 \
    root_buffer "clkbuf_16" \
    drt_pre_antenna_iters 6 \
    p_sw_uw 434 \
    die_y_microns 222 \
    grt_pass1_vias 15500 \
    seqPwrFrac 0.233 \
    dp_hpwl_microns 57100 \
    std_cell_rows 80 \
    clk_pin_slew_worst_paths_ns 0.07 \
    postSynthAreaPerCell_sq_um 7.29 \
    drive_above_1_share 0.0584 \
    antenna_cells 0 \
    postCtsResizedCells 0 \
    crit_fanout 74 \
    port_buffers 396 \
    postSynthSeqShare 0.150 \
    power_frac_comb 0.592 \
    edf_count 0 \
    synth-cells-yosys 1992 \
    cts.sinks 109 \
    fp_util 0.304 \
    worst-slew-pin-transition_ns 0.870 \
    top_area_frac 0.150 \
    ys_sh_aoi 0.276 \
    cts_tree "built" \
    setup_violations 0 \
    drc 0 \
    hold_class "reg2reg" \
    synth_area_sq_um 14500 \
    p_leak_nw 8.10 \
    top_regs "p_bypass_reg.q (109)" \
    area_growth_pct 30.4 \
    worstPathRequired_ns 16.16 \
    setup.worst_path.class "in2out" \
    core-area_sq_um 47700 \
    finalInstanceArea_sq_um 18900 \
    cts_setup_buffers 0 \
    adder_share 0.116 \
    synth-xor-area-share 0.0103 \
    track_usage 0.285 \
    common_cells "249 x nor2_1, 204 x mux2i_1, 142 x a21oi_1, 142 x nand2_1, 131 x ha_1" \
    top_register "p_bypass_reg.q" \
    hold_violations 0 \
    gr-total-overflow 0 \
    antenna_left 0 \
    clockPowerShare 0.175 \
    rsz0062_at_grt "false" \
    fill_cells 4874 \
    p_int_uw 571 \
    io_pins 404 \
    synth_top_cell_by_area "dfxtp_1" \
    min_period_ns 15.05 \
    pre_cts_slack_ns 5.23 \
    ys_async_sr_fraction 0 \
    min_period_over_period 0.745 \
    grt_max_degree 75 \
]
[stage by stage]
stage	std cells	hold WS, ns	power, mW
finish	2875	0.494	1.01
CTS	2875	0.499	1.00
global placement	2860	0.473	0.823
global route	2875	0.519	1.06
floorplan	1992	0.437	0.590
detailed placement	2860	0.480	0.824
[worst paths after layout]
| path | start | to | slack (ns) | cells past startpoint |
|---|---|---|---|---|
| setup / recovery | i_alu_src_b[0] | o_alu_result[0] | 5.15 | 20 |
| hold / removal | p_bypass_reg.q[50] | p_bypass_reg.q[50] | 0.49 | 2 |
| setup reg to reg | p_bypass_reg.q[72] | p_bypass_reg.q[72] | 19.54 | 2 |
| hold reg to reg | p_bypass_reg.q[50] | p_bypass_reg.q[50] | 0.49 | 2 |
[cell families after synthesis]
| kind of cell | Yosys count |
|---|---|
| AOI/OAI and AO/OA | 599 |
| and+or+nand+nor | 583 |
| buffers and inverters | 311 |
| muxes | 240 |
| adders and majority gates | 133 |
| DFF | 109 |
| xor gates and xnor gates | 17 |
[layout by cell type (no fill, tap or decap), types with 8 or more instances in the layout]
cell | Yosys | final
clkdlybuf4s50_1 | 0 | 393
inv_1 | 124 | 124
mux2_4 | 13 | 13
nand4_1 | 13 | 13
o21ai_0 | 121 | 121
a22oi_1 | 29 | 29
xnor2_1 | 15 | 15
a21o_1 | 27 | 27
o22ai_1 | 33 | 33
a221o_1 | 12 | 12
nor3_1 | 46 | 46
o21bai_1 | 17 | 17
buf_4 | 37 | 34
nor4_1 | 13 | 12
ha_1 | 131 | 131
a221oi_1 | 29 | 29
nand2_1 | 142 | 142
dfxtp_1 | 109 | 109
and3_1 | 10 | 9
mux2i_1 | 204 | 204
or3_1 | 11 | 11
o211ai_1 | 41 | 41
nor2_1 | 249 | 248
o311ai_0 | 9 | 9
o221ai_1 | 12 | 12
a211oi_1 | 23 | 23
mux2_2 | 17 | 17
nand2b_1 | 13 | 13
or2_2 | 8 | 8
nand3_1 | 43 | 41
clkbuf_16 | 0 | 9
a31oi_1 | 19 | 19
and2_1 | 10 | 10
nor2b_1 | 13 | 13
a21oi_1 | 142 | 142
[power groups by stage]
stage	Clock, mW	Combinational (mW)	Sequential [mW]
final	0.176	0.595	0.234
after global routing	0.188	0.642	0.236
after CTS	0.181	0.588	0.234
[worst max-delay path: stages]
cell and delay [ns]:
clkdlybuf4s50_1 0.48, inv_1 0.05, ha_1 0.28, buf_4 0.28, nor2b_2 0.15, buf_4 0.36
a22o_4 0.51, inv_6 0.35, fa_1 0.51, nor2b_1 0.16, o31ai_1 0.39, a21oi_1 0.27
a311oi_2 0.45, a221oi_2 0.19, a211oi_1 0.56, o21ai_1 0.27, and2_1 0.24, o41ai_1 0.66
or3_1 0.29, clkdlybuf4s50_1 0.48
[layout make-up]
class	count	area, sq um	share of cell area
inverter	135	514	0.0272
timing repair buffer	429	4210	0.222
sequential	109	2180	0.115
clock buffer	13	270	0.0143
clock inverter	2	16.3	0.000859
tap	615	769	0.0406
multi-input combinational	1572	11000	0.580
[per-layer routing]
metal	GRT usage	wire length, microns	share of wire
met1	0.382	29300	0.41
met2	0.470	33200	0.47
met3	0.0517	5850	0.083
met4	0.0849	2470	0.035
met5	0	25	0.00035
No activity file was given, so power comes from the tool's default toggle rates.
