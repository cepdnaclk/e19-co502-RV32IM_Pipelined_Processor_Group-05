==> design.v <==
`timescale 1ns / 1ps
module p_id_ex_stage (
    input logic clk,
    rst,
    en,
    input logic [31:0] i_inst,
    i_pc_plus_4,
    i_pc,
    input logic ext_reg_write_en,
    input logic [31:0] ext_rd_data,
    input logic [4:0] ext_rd_addr,
    output logic o_reg_write_en,
    o_mem_write_en,
    o_mem_read_en,
    o_alu_src_a,
    o_do_branch,
    o_do_jump,
    output logic [1:0] o_wb_sel,
    output logic [1:0] o_alu_src_b,
    output logic [31:0] o_pc_plus_4,
    o_pc,
    output logic [31:0] o_rs1_data,
    o_rs2_data,
    output logic [31:0] o_imm,
    output logic [4:0] o_rd_addr,
    output logic [2:0] o_funct3,
    output logic [6:0] o_opcode,
    output logic [5-1:0] o_alu_op,
    output logic [5-1:0] o_branch_op,
    output logic [31:0] o_debug_inst
);
    localparam WIDTH = 32;
    logic [WIDTH-1:0] DEBUG_INST;
    assign DEBUG_INST = i_inst;
    p_reg #(
        .WIDTH(96)
    ) p_bypass_reg (
        .d({i_pc_plus_4, i_pc, i_inst}),
        .q({o_pc_plus_4, o_pc, o_debug_inst}),
        .*
    );
    logic [31:0] w_imm, w_rs1_data, w_rs2_data;
    p_reg #(
        .WIDTH(WIDTH)
    ) p_rs1_data_reg (
        .d(w_rs1_data),
        .q(o_rs1_data),
        .*
    );
    p_reg #(
        .WIDTH(WIDTH)
    ) p_rs2_data_reg (
        .d(w_rs2_data),
        .q(o_rs2_data),
        .*
    );
    p_reg #(
        .WIDTH(32)
    ) p_imm_reg (
        .d(w_imm),
        .q(o_imm),
        .*
    );
    logic [4:0] w_rd_addr;
    logic [2:0] w_funct3;
    logic [5-1:0] w_alu_op, w_branch_op;
    p_reg #(
        .WIDTH(5)
    ) p_rd_addr_reg (
        .d(w_rd_addr),
        .q(o_rd_addr),
        .*
    );
    p_reg #(
        .WIDTH(3)
    ) p_funct3_reg (
        .d(w_funct3),
        .q(o_funct3),
        .*
    );
    p_reg #(
        .WIDTH(5)
    ) p_alu_op_reg (
        .d(w_alu_op),
        .q(o_alu_op),
        .*
    );
    p_reg #(
        .WIDTH(5)
    ) p_branch_op_reg (
        .d(w_branch_op),
        .q(o_branch_op),
        .*
    );
    logic w_reg_write_en;
    logic w_mem_write_en;
    logic w_mem_read_en;
    logic w_alu_src_a;
    logic w_do_branch, w_do_jump;
    logic [1:0] w_alu_src_b, w_wb_sel;
    p_reg #(
        .WIDTH(10)
    ) p_control_unit_reg (
        .d({w_reg_write_en, w_mem_write_en, w_mem_read_en, w_alu_src_a, w_alu_src_b, w_do_branch, w_do_jump, w_wb_sel}),
        .q({o_reg_write_en, o_mem_write_en, o_mem_read_en, o_alu_src_a, o_alu_src_b, o_do_branch, o_do_jump, o_wb_sel}),
        .*
    );
    logic [6:0] w_opcode;
    logic [4:0] w_rs1_addr, w_rs2_addr;
    assign o_opcode = w_opcode;
    rv32i_decoder decoder (
        .i_inst(i_inst),
        .o_rs1_addr(w_rs1_addr),
        .o_rs2_addr(w_rs2_addr),
        .o_rd_addr(w_rd_addr),
        .o_imm(w_imm),
        .o_opcode(w_opcode),
        .o_funct3(w_funct3),
        .o_alu_op(w_alu_op),
        .o_branch_op(w_branch_op)
    );
    rv32i_cu control_unit (
        .i_opcode(w_opcode),
        .o_reg_write_en(w_reg_write_en),
        .o_mem_write_en(w_mem_write_en),
        .o_mem_read_en(w_mem_read_en),
        .o_alu_src_a(w_alu_src_a),
        .o_alu_src_b(w_alu_src_b),
        .o_do_branch(w_do_branch),
        .o_do_jump(w_do_jump),
        .o_wb_sel(w_wb_sel)
    );
    rv32i_basereg #(
        .WIDTH(WIDTH)
    ) reg_file (
        .clk(clk),
        .rst(rst),
        .i_we(ext_reg_write_en),
        .i_rd_addr(ext_rd_addr),
        .i_rd_data(ext_rd_data),
        .i_rs1_addr(w_rs1_addr),
        .i_rs2_addr(w_rs2_addr),
        .o_rs1_data(w_rs1_data),
        .o_rs2_data(w_rs2_data)
    );
endmodule
`timescale 1ns / 1ps
module p_reg #(
    parameter WIDTH = 32
) (
    input logic clk,
    rst,
    en,
    input logic [WIDTH-1:0] d,
    output logic [WIDTH-1:0] q
);
    always_ff @(posedge clk) begin
        if (rst) q <= '0;
        else if (en) q <= d;
    end
endmodule
`timescale 1ns / 1ps
module rv32i_basereg #(
    parameter int WIDTH = 32,
    parameter int ADDR_WIDTH = 5
) (
    input logic clk,
    rst,
    i_we,
    input logic [ADDR_WIDTH-1:0] i_rs1_addr,
    input logic [ADDR_WIDTH-1:0] i_rs2_addr,
    input logic [ADDR_WIDTH-1:0] i_rd_addr,
    input logic [WIDTH-1:0] i_rd_data,
    output logic [WIDTH-1:0] o_rs1_data,
    output logic [WIDTH-1:0] o_rs2_data
);
    logic [WIDTH-1:0] reg_file[0:31];   
    always_comb begin
        o_rs1_data  = reg_file[i_rs1_addr];
        o_rs2_data  = reg_file[i_rs2_addr];
    end
    always_ff @(posedge clk or posedge rst) begin
        if (rst) begin
            for (int i = 0; i < 32; i++) begin
                reg_file[i] <= 0;
            end
        end else if (i_we && i_rd_addr != 0) begin
            reg_file[i_rd_addr] <= i_rd_data;
        end
        reg_file[0] <= 0;  
    end
endmodule
`timescale 1ns / 1ps
module rv32i_cu (
    input logic [6:0] i_opcode,
    output logic o_reg_write_en,
    o_mem_write_en,
    o_mem_read_en,
    o_alu_src_a,
    o_do_branch,
    o_do_jump,
    output logic [1:0] o_wb_sel,
    output logic [1:0] o_alu_src_b
);
    always_comb begin : control_unit
        o_reg_write_en = 0;
        o_mem_write_en = 0;
        o_mem_read_en  = 0;
        o_do_branch    = 0;
        o_do_jump      = 0;
        o_wb_sel       = 2'b00;
        o_alu_src_a    = 1'b0;
        o_alu_src_b    = 2'b00;
        unique case (i_opcode)
            7'b0110011: begin
                o_alu_src_a    = 1'b0;
                o_alu_src_b    = 2'b00;
                o_reg_write_en = 1;
                o_wb_sel       = 2'b00;
            end
            7'b0010011: begin
                o_alu_src_a    = 1'b0;
                o_alu_src_b    = 2'b01;
                o_reg_write_en = 1;
                o_wb_sel       = 2'b00;
            end
            7'b1100011: begin
                o_alu_src_a    = 1'b1;
                o_alu_src_b    = 2'b01;
                o_do_branch    = 1;
            end
            7'b1101111: begin
                o_alu_src_a    = 1'b1;
                o_alu_src_b    = 2'b01;
                o_do_jump      = 1;
                o_reg_write_en = 1;
                o_wb_sel       = 2'b10;  
            end
            7'b1100111: begin
                o_alu_src_a    = 1'b0;
                o_alu_src_b    = 2'b01;
                o_do_jump      = 1;
                o_reg_write_en = 1;
                o_wb_sel       = 2'b10;  
            end
            7'b0110111: begin
                o_alu_src_b    = 2'b01;
                o_reg_write_en = 1;
                o_wb_sel       = 2'b00;  
            end
            7'b0010111: begin
                o_alu_src_a    = 1'b1;
                o_alu_src_b    = 2'b01;
                o_reg_write_en = 1;
                o_wb_sel       = 2'b00;  
            end
            7'b0100011: begin
                o_mem_write_en = 1;
                o_alu_src_a    = 1'b0;
                o_alu_src_b    = 2'b01;
            end
            7'b0000011: begin
                o_alu_src_a    = 1'b0;
                o_alu_src_b    = 2'b01;
                o_reg_write_en = 1;
                o_wb_sel       = 2'b01;  
            end
            default: begin
                o_reg_write_en = 0;
                o_mem_write_en = 0;
                o_mem_read_en  = 0;
                o_do_branch    = 0;
                o_do_jump      = 0;
                o_wb_sel       = 2'b00;  
                o_alu_src_a    = 1'b0;
                o_alu_src_b    = 2'b00;
            end
        endcase
    end
endmodule
`timescale 1ns / 1ps
module rv32i_decoder (
    input logic [31:0] i_inst,
    output logic [4:0] o_rs1_addr,
    output logic [4:0] o_rs2_addr,
    output logic [4:0] o_rd_addr,
    output logic [31:0] o_imm,
    output logic [2:0] o_funct3,
    output logic [6:0] o_opcode,
    output logic [5-1:0] o_alu_op,
    output logic [5-1:0] o_branch_op
);
    logic [31:0] imm;
    logic [ 6:0] o_funct7;
    always_comb begin
        o_opcode   = i_inst[6:0];
        o_funct3   = i_inst[14:12];
        o_funct7   = i_inst[31:25];
        o_rs1_addr = i_inst[19:15];
        o_rs2_addr = i_inst[24:20];
        o_rd_addr  = i_inst[11:7];
    end
    always_comb begin
        unique case (o_opcode)
            7'b0110111, 7'b0010111: imm = {i_inst[31], i_inst[30:12], {12{1'b0}}};   
            7'b0010011, 7'b0000011, 7'b1100111:
            imm = {{21{i_inst[31]}}, i_inst[30:20]};   
            7'b0100011: imm = {{21{i_inst[31]}}, i_inst[30:25], i_inst[11:7]};   
            7'b1100011:
            imm = {{20{i_inst[31]}}, i_inst[7], i_inst[30:25], i_inst[11:8], 1'b0};   
            7'b1101111:
            imm = {{12{i_inst[31]}}, i_inst[19:12], i_inst[20], i_inst[30:21], 1'b0};   
            7'b1110011, 7'b0001111: imm = 0;
            default: imm = 0;
        endcase
    end
    assign o_imm = imm;
    always_comb begin
        unique case (o_opcode)
            7'b0110011, 7'b0010011: begin
                unique case (o_funct3)
                    3'b000:
                    o_alu_op = (o_funct7[5] && (o_opcode == 7'b0110011)) ? 5'd1 : 5'd0;
                    3'b001: o_alu_op = 5'd7;
                    3'b010: o_alu_op = 5'd2;
                    3'b011: o_alu_op = 5'd3;
                    3'b100: o_alu_op = 5'd4;
                    3'b101: o_alu_op = (o_funct7[5]) ? 5'd9 : 5'd8;
                    3'b110: o_alu_op = 5'd5;
                    3'b111: o_alu_op = 5'd6;
                    default: o_alu_op = 5'd0;   
                endcase
            end
            7'b0110111:   o_alu_op = 5'd16;   
            7'b0010111: o_alu_op = 5'd0;   
            default:       o_alu_op = 5'd0;   
        endcase
    end
    always_comb begin
        if (o_opcode == 7'b1100011) begin
            unique case (o_funct3)
                3'b000:  o_branch_op = 5'd10;
                3'b001: o_branch_op = 5'd11;
                3'b100:  o_branch_op = 5'd12;
                3'b101:  o_branch_op = 5'd13;
                3'b110: o_branch_op = 5'd14;
                3'b111: o_branch_op = 5'd15;
                default:     o_branch_op = 5'd0;   
            endcase
        end else o_branch_op = 'd0;   
    end
endmodule
==> run.sh <==
#!/bin/bash
# OpenROAD 26Q1-2900-gdf79404cd8, Yosys 0.63+post, stock flow scripts
make -C /OpenROAD-flow-scripts/flow DESIGN_CONFIG=/design/flow/config.mk WORK_HOME=/design/flow/orfs finish
==> config.mk <==
export PLATFORM = sky130hd
export DESIGN_NAME = p_id_ex_stage
export DESIGN_NICKNAME = p_id_ex_stage
export VERILOG_FILES = /design/flow/design.v
export SDC_FILE = /design/flow/constraint.sdc
export NUM_CORES = 4
export LEC_CHECK = 1
export CORE_UTILIZATION = 50
==> constraint.sdc <==
current_design p_id_ex_stage

set clk_period 2.0
set clk_io_pct 0.2

create_clock -name clk0 -period $clk_period [get_ports {clk}]

set non_clock_inputs [all_inputs -no_clocks]
set_input_delay [expr $clk_period * $clk_io_pct] -clock clk0 $non_clock_inputs
set_output_delay [expr $clk_period * $clk_io_pct] -clock clk0 [all_outputs]
==> notes.md <==
Numbers from the implementation run.

The area fraction of the largest cell type after synthesis is 43.2%. The critical path's slowest stage uses the library cell a2111oi_1. The area figure in the yosys stat output is 57500 um^2.

Counting flops and latches in the post-synthesis netlist gives 1201. For the pin with the worst max-slew slack, the measured transition is 0.946 ns. Post-route period utilization is reported as 100%.

The chip area is 116000 um^2. The combinational cell area excluding buffers and inverters is 27100 um^2. The total grt overflow is 0. The number of maximum-capacitance violations recorded for the run is 0. Once routing completed, OpenROAD measured the worst setup slack at -0.00359 ns. The minimum clock period after layout is 2.00 ns. The power report shows net switching accounting for 28.7% of the total.

The count of unresolved DRC violations after routing is 0. The floorplan step defined a core boundary enclosing 113000 um^2. The share of async-settable or async-resettable flops after synthesis is 82.6%. Signal routing reaches up to met5.

Clock latency on the worst-skew pair, taken at its later pin, is 0.79 ns. In this run the critical path is formed by and3_1 -> a2111oi_1 -> buf_4 -> nand3_1 -> nor4_1 -> buf_4 -> o21ai_1. The areal power density over the cells is 891 nW/um^2. The worst endpoint required time is 2.67 ns. The routed design shows a wire length per standard cell of 40.5 um. The critical path arrival is 2.67 ns. The clock tree root driver cell is clkbuf_16. The via count of the first global-routing pass was 53300. The gate count of the mapped netlist is 4991.

Ranking logic cells in the layout by count gives the top entries dfrtp_1 (992), mux2_2 (974), a22oi_1 (694). The post-synthesis sequential area ratio is 50.5%. The clock tree from TritonCTS is done. The number of synthesized flops with an enable pin is 0. The worst-case clock skew is 0.0217 ns. RePlAce ended its routability-driven mode at a weighted congestion of 1.12. Counting the buffers created by CTS gives 133. Per the log, the first TritonRoute iteration ended with a DRC count of 6074. Each instance of the synthesized netlist takes up on average 11.5 um^2. The maximum clock frequency is 0.499 GHz. The initial antenna violation count is 16. With fillers left out, the area of the finished cells amounts to 76200 um^2. After detailed routing, the met2 layer carries 123 mm of wire. The standard-cell row count is 123.

Post-synth the commonest register cell is dfrtp_1. The internal portion of the total power is 48.4 mW. The number of buffers inserted by port buffering is 360.

dfrtp_1 takes more of the synthesized area than any other cell. In this run, placement finished with an instance count of 7246. The OpenROAD warning count is 34. Per the timing report, the most critical flop-to-flop path finishes at p_rs1_data_reg.q[0]. The final setup violation count is 1. The warning tally printed by Yosys for this design is 9. The count of unique library cells instantiated by Yosys is 72. Final hold analysis gives a worst-case slack of 0.0711 ns. The peak ir drop on the vdd network is 0.000943 V. Counting endpoints that fail hold in the final report gives 0.

The leakage power of the design is 34.9 nW. The CTS log lists the clock sinks for this run as 1201. The boundary pin count is 364. The depth of the CTS H-tree is 4. The longest individual stage delay on the worst path is 0.52 ns. The final standard cell utilization of the core is 67.2%. The y dimension of the die is 341 um. The maximum count of clock buffers along a single path is 3. The final reports fail on setup timing. Combinational logic is responsible for 14.7% of the overall power. The remaining max-slew budget at the tightest pin is 36.8%. Per the Yosys statistics, synthesis produced 4991 cells.

The design draws 67.8 mW. The number of cells on the worst reg-to-reg path is 7. Excluding fillers, the count of instances in the completed layout stands at 7526. In the final layout, the share of cells above drive strength 1 is 39.3%. The sequential power share is 48.2%. The number of vias after detailed routing is 53300. The post-placement worst setup slack is -0.857 ns. The storage element area is 29200 um^2.

The power dissipated by switching net loads is 19.4 mW. The main area contributors are dfrtp_1 (43%), mux2_2 (19%), a22oi_1 (9.1%), dfxtp_1 (7.3%), mux2i_1 (2.8%). The global-route wire length before repair is 419 mm. The placed cell area is 71200 um^2. The nature of the critical path startpoint is a register. The maximum number of pins on one net before global-route repair is 111.

Per the run report, area growth between synthesis and finish was 32.6%. The initial utilization of the core area, before any placement, comes to 50.7%. The HPWL after detailed placement is 214 mm. For this block, wires on met1 add up to 104 mm. The launch point of the worst register-to-register path is recorded as reg_file.reg_file[16][0].

The register-to-register path setup slack is -0.004 ns. By instance count after routing, the leading logic cell type is dfrtp_1. The mean number of vias per cell is 7.08. In this run the cell area of the synthesized design comes to 57500 um^2.

Among the stages of the critical path, the cell type that occurs most often is buf_4. The detailed-router iteration count before antenna repair is 9. The amount of wire on met3 after detailed routing is 51.6 mm. The global routing usage summed across all routing layers is 54.9%. The max-slew violation count is 0. Max fanout on the critical path was recorded as 3. The sum of routed wire length over all layers is 305 mm. The kind of end point of the critical path is a register. The run finished, with violations left. The portion of total power attributed to the clock network is 37.0%. Note that the worst hold path type here is input pin to async pin. The clock-pin slew on the worst setup and hold paths is 0.06 ns. From left edge to right edge, the die measures 341 um. By startpoint and endpoint, the worst setup path is classified as register to register. Per the layout report, the design carries 8250 filler cells.

The count of nets left with antenna violations once routing finished came out at 0. The setup TNS is -0.00359 ns.
==> state kept, by name (all words and copies together) (netlist names) <==
name	cells
p_bypass_reg.q	96
p_rs1_data_reg.q	32
p_imm_reg.q	32
reg_file.reg_file	992
p_branch_op_reg.q	4
p_rs2_data_reg.q	32
p_alu_op_reg.q	5
p_control_unit_reg.q	8
==> area by class of cell <==
class / count / share of cell area, %
Sequential cell: 1201 / 38.4
Clock buffer: 199 / 5.23
Multi-Input combinational cell: 3297 / 35.6
Inverter: 8 / 0.0444
Antenna cell: 15 / 0.0493
Tap cell: 1500 / 2.46
Clock inverter: 44 / 0.578
Timing Repair Buffer: 1262 / 17.7
==> synthesized netlist by cell type (41+ instances only) <==
library cell / number
a2111oi_0: 60
buf_2: 78
and3_1: 169
a22oi_1: 694
nor2_1: 236
o21ai_1: 43
nand4_1: 111
mux2i_1: 161
clkbuf_1: 314
buf_1: 72
o21ai_0: 41
a21oi_1: 86
nand3_1: 75
mux2_2: 974
dfrtp_1: 992
mux2_1: 55
nand2_1: 230
dfxtp_1: 209
==> cells by family after synthesis <==
group                      after synthesis  share of synthesized area, %
AOI/OAI and AO/OA                     1096                          14.0
muxes                                 1191                          23.0
xor gates and xnor gates                 2                        0.0305
other                                    1                       0.00653
and+or+nand+nor                       1002                          8.87
DFF                                   1201                          50.5
adders and majority gates                3                        0.0653
buffers and inverters                  495                          3.57
==> critical path, delay by kind of cell (launching register included) <==
family / cells / cell delay (ns)
AND-OR/OR-AND: 2 / 0.56
flip-flops: 1 / 0.43
buffers and inverters: 2 / 0.38
AND/OR/NAND/NOR: 3 / 0.52
==> timing repair <==
item | in CTS | in global routing
hold buffers | 0 | 0
pin swaps | 2 | 1
gates resized | 199 | 114
endpoints found under the setup margin | 136 | 110
buffers inserted | 16 | 7
==> worst max path at each step <==
stage	startpoint	endpoint	depth (start not counted)
CTS	p_rs2_data_reg.q[26]	o_rs2_data[26]	1
global route	p_bypass_reg.q[32]	o_pc[0]	1
finish	reg_file.reg_file[16][0]	p_rs1_data_reg.q[0]	7
==> power by group through the flow <==
| stage | registers, mW | logic [mW] | clock network (mW) |
|---|---|---|---|
| 5_1_grt | 33.0 | 10.5 | 26.1 |
| 4_1_cts | 32.4 | 9.78 | 25.2 |
| 6_report | 32.7 | 10.0 | 25.1 |
==> metal layers <==
| layer | track usage, % | vias up |
|---|---|---|
| met5 | 1.43 | - |
| met3 | 35.2 | 1538 |
| met4 | 33.3 | 30 |
| li1 | - | 20800 |
| met2 | 72.5 | 4468 |
| met1 | 67.9 | 26500 |
No activity file was given, so power comes from the tool's default toggle rates.
